## /design/flow/config.mk

```make
export PLATFORM = sky130hd
export DESIGN_NAME = router_fifo
export DESIGN_NICKNAME = router_fifo
export VERILOG_FILES = /design/flow/design.v
export SDC_FILE = /design/flow/constraint.sdc
export NUM_CORES = 4
export LEC_CHECK = 1
export CORE_UTILIZATION = 40
```

## /design/flow/constraint.sdc

```tcl
current_design router_fifo

set clk_period 5.5
set clk_io_pct 0.2

create_clock -name clk0 -period $clk_period [get_ports {clk}]

set non_clock_inputs [all_inputs -no_clocks]
set_input_delay [expr $clk_period * $clk_io_pct] -clock clk0 $non_clock_inputs
set_output_delay [expr $clk_period * $clk_io_pct] -clock clk0 [all_outputs]
```

## /design/flow/design.v

```verilog
module router_fifo(clk,resetn,soft_reset,write_enb,read_enb,lfd_state,data_in,data_out,full,empty);
input clk,resetn,soft_reset,write_enb,read_enb,lfd_state;
input [7:0]data_in;
output reg [7:0]data_out;
output full,empty;
reg [8:0]mem[15:0];
reg [4:0]wr_pt,rd_pt;
reg [6:0]counter;
reg lfd_state_s;
integer i;
always@(posedge clk)
	begin
		if(!resetn)
			lfd_state_s<=0;
		else
			lfd_state_s<=lfd_state;
	end
always@(posedge clk)
begin
   if(!resetn)
   counter<=0;
   else if(soft_reset)
   counter<=0;
   else if(read_enb && !empty)
	begin
		if(mem[rd_pt[3:0]][8]==1'b1)
			counter<=mem[rd_pt[3:0]] [7:2]+1'b1;
	else if(counter!=0)
			counter<=counter-1'b1;
   end
end	
always@(posedge clk)
begin
   if(!resetn)
   data_out<=8'd0;
   else if(soft_reset)
   data_out<=8'dz;
   else
   begin
     if(counter==7'd0 && data_out!=8'd0)
	 data_out<=8'dz;
	 else if(read_enb && !empty)
	 data_out<=mem[rd_pt[3:0]][7:0];
	end
end	
always@(posedge clk)
begin
  if(!resetn)
  begin
  for(i=0;i<16;i=i+1)
  mem[i]<=0;
  end
   else if(soft_reset)
   begin
   for(i=0;i<16;i=i+1)
   mem[i]<=0;
   end
   else
   begin
    if(write_enb && !full)
	mem[wr_pt[3:0]]<={lfd_state_s,data_in};
   end
end
always@(posedge clk)
begin
 if(!resetn)
 begin
   wr_pt<=5'd0;
   rd_pt<=5'd0;
 end
  else if(soft_reset)
  begin
   wr_pt<=5'd0;
   rd_pt<=5'd0;
  end
  else
  begin
   if(!full && write_enb)
		wr_pt<=wr_pt+1'b1;
   else
		wr_pt<=wr_pt;
   if(!empty && read_enb)
		rd_pt<=rd_pt+	'b1;
   else
		rd_pt<=rd_pt;
   end
end
assign full=(wr_pt=={~rd_pt[4],rd_pt[3:0]}) ? 1'b1:1'b0;
assign empty=(wr_pt==rd_pt) ? 1'b1:1'b0;
endmodule
```

## /design/flow/run.sh

```bash
#!/bin/bash
# OpenROAD 26Q1-2900-gdf79404cd8, Yosys 0.63+post, stock flow scripts
make -C /OpenROAD-flow-scripts/flow DESIGN_CONFIG=/design/flow/config.mk WORK_HOME=/design/flow/orfs finish
```

==> results.cfg <==
; synthesis and place-and-route metrics
[floorplanning]
core_sq_um = 19590
rows = 51
die-area_sq_um = 20650
dieWidth_um = 143.7
fp_util_pct = 41.00
pin_count = 24
die-height_um = 143.7

[pwr]
ir_worst_vdd_v = 0.0001747
power.switching_uw = 604.3
power_density_nw_per_um2 = 308.0
p_comb_share_pct = 5.7
power_frac_seq_pct = 53.1
pwr-share-clk_pct = 41.2
p_leak_nw = 3.351
intPower_mw = 2.208
p_sw_share_pct = 21.49

[worst_hold_path]
holdCritPathClass = reg2reg
hold_end = counter[6]
hold_depth = 2
hold_start = counter[6]

[global_route]
track_usage_pct = 19.83
grt_max_degree = 37
grt_pass1_wl_um = 27240
grt-ovfl-total = 0
antenna_found_initial = 0
first_global_vias = 4639

[final_timing]
timing.final.crit_share_pct = 59.13
fin_crit_ns = 3.252
relSlewSlack_pct = 49.16
tightest_slew_ns = 0.7546
setup_viol = 0
fmax_mhz = 307.5
fin_tns_setup_ns = 0
slew_violations = 0
skew_ns = 0.008978
hold_violations = 0
rsz0062_at_grt = false

[finish]
drive_gt1_share_pct = 15.16
area_delta_synth_final_pct = 13.68
n_fill_cell = 1652
utilization_pct = 46.61

[synth]
synth_cell_types = 44
synth_seq_share_pct = 61.32
avgSynthCellArea_sq_um = 14.14
common_cells = and2_1, edfxtp_1, mux4_2
area_leaders = edfxtp_1, and2_1, mux4_2
synth_stat.cells = 568
netlist.top_cell.by_area = edfxtp_1
yosysTopAreaCellShare_pct = 53.84
syn_inst = 568
synthArstFlopShare_pct = 0
ys.flop_type = edfxtp_1
ys_chip_area_sq_um = 8031
synth_warnings = 3
edf_count = 144
netlist_area_sq_um = 8031
most_common_cell = and2_1
ys.flops = 174

[worst_setup_path]
start_kind = primary input
criticalPathCategory = in2reg
crit_path_max_fanout = 22
r2r_setup_slack_ns = 2.25
rr_endpoint = counter[4]
worstRegToRegCells = 8
critPathCaptureType = register
cp_data_arrival_time_ns = 3.33
required_ns = 5.58

[clock_network]
cts_buffer_depth = 2
insertion_delay_ns = 0.42
holdBufCountCts = 0
cts_made_buffers = 17
cts_setup_buffers = 0
htreeDepth = 4
cts_tree = yes
clk_pin_slew_ns = 0.06
cts.sinks = 174
ctsResizeCount = 0
cts-root-buf = clkbuf_16

[drt]
drc = 0
drt-initial-drc-count = 319
wl_per_cell_um = 20.55
avgViaCountPerCell = 5.201
drtAntennaViolNets = 0
via_count = 4535
diodes = 0
drt_wl_total_um = 17920
drtPass1Iterations = 4

[placed_design]
place_congestion = 0.9207
portBuffers = 23
hpwlAfterDp_um = 11840

[job]
warnings = 28
drv_cap = 0

[run_status]
status = complete, no violations
## layout make-up
cell class	instances	area, sq um	share of cell area [%]
clock buffers	17	425.4	4.659
clock inverters	15	143.9	1.576
inverters	6	22.52	0.2467
multi-input cells	358	2945	32.26
flip-flops and latches	174	4926	53.95
well taps	265	331.6	3.632
repair buffers	37	335.3	3.673
## cells in the final DEF (no fill, tap or decap), drive strengths merged, types with 5 or more instances in the layout
cell and count:
xnor2 9, nor3 7, clkdlybuf4s50 23, dfxtp 30, nand2 14, buf 14, nand3 5, a21oi 5
nor4 5, inv 9, clkinv 8, ha 7, edfxtp 144, and2 146, a22oi 12, clkbuf 17
nor2b 11, xor2 9, nand4 7, nor2 29, mux4 40, mux2i 11, o21ai 15, nand2b 7
## worst max-delay path, stage by stage
cell             delay (ns)
clkdlybuf4s50_1        0.64
nor2b_1                0.18
buf_4                  0.26
nand3_1                0.24
nor3_2                 0.45
nand2b_1               0.44
## layer usage
metal / up-vias / wire [um] / part of all wire (%) / track usage [%]
met1: 2223 / 6986 / 39 / 26.04
met4: 0 / 527 / 2.9 / 4.703
li1: 2139 / - / - / -
met5: - / 0 / 0 / 0
met3: 29 / 1616 / 9.0 / 8.856
met2: 144 / 8792 / 49 / 31.55
## per-stage QoR
step / hold slack (ns) / std cells / setup WS, ns / power [mW] / cell area [sq um]
floorplan: 0.4578 / 568 / 2.564 / 1.610 / 8031
global placement: 0.4732 / 840 / 1.941 / 1.680 / 8561
detailed placement: 0.4859 / 840 / 1.827 / 1.684 / 8561
CTS: 0.4951 / 872 / 2.250 / 2.839 / 9130
global route: 0.5315 / 872 / 2.039 / 2.906 / 9130
finish: 0.4945 / 872 / 2.248 / 2.812 / 9130
## logic make-up after synthesis
logic type | count (synthesis) | synth area share (%)
AND-OR/OR-AND | 46 | 3.848
XOR/XNOR | 18 | 1.963
adder cells (fa/ha/maj) | 7 | 1.090
buffers and inverters | 36 | 2.010
flip-flops | 174 | 61.32
multiplexers | 51 | 12.59
AND/OR/NAND/NOR | 236 | 17.18
## sequential cells by signal (all words and copies together) (netlist names), named ones only
signal       count
mem            144
counter          7
lfd_state_s      1
data_out         8
wr_pt            5
rd_pt            5
## power by group through the flow
stage	Clock, mW	Combinational (mW)	Sequential [mW]
5_1_grt	1.23	0.174	1.50
6_report	1.16	0.160	1.49
4_1_cts	1.18	0.162	1.49
## worst max path at each step
stage	startpoint	to	slack, ns	depth (start not counted)
6_report	resetn	mem[3][1]	2.25	6
5_1_grt	register	counter[4]	2.04	8
4_1_cts	register	counter[4]	2.25	8
Power figures rest on the tool's default switching activity, not on a simulated workload.
